File: ./run.sh
#!/bin/bash
# OpenROAD 26Q1-2900-gdf79404cd8, Yosys 0.63+post, stock flow scripts
make -C /OpenROAD-flow-scripts/flow DESIGN_CONFIG=/design/flow/config.mk WORK_HOME=/design/flow/orfs finish
File: ./config.mk
export PLATFORM = sky130hd
export DESIGN_NAME = line_adapter_rw
export DESIGN_NICKNAME = line_adapter_rw
export VERILOG_FILES = /design/flow/design.v
export SDC_FILE = /design/flow/constraint.sdc
export NUM_CORES = 4
export LEC_CHECK = 1
export CORE_AREA = 10 10 252 252
export DIE_AREA = 0 0 262 262
File: ./constraint.sdc
current_design line_adapter_rw

set clk_period 1.9
set clk_io_pct 0.2

create_clock -name clk0 -period $clk_period

set non_clock_inputs [all_inputs -no_clocks]
set_input_delay [expr $clk_period * $clk_io_pct] -clock clk0 $non_clock_inputs
set_output_delay [expr $clk_period * $clk_io_pct] -clock clk0 [all_outputs]
File: ./design.v
package pcmux;
typedef enum bit [1:0] {
    pc_plus4  = 2'b00
    ,alu_out  = 2'b01
    ,br_taken = 2'b10
    ,br_not_taken = 2'b11
} pcmux_sel_t;
endpackage
package marmux;
typedef enum bit {
    pc_out = 1'b0
    ,alu_out = 1'b1
} marmux_sel_t;
endpackage
package cmpmux;
typedef enum bit {
    rs2_out = 1'b0
    ,i_imm = 1'b1
} cmpmux_sel_t;
endpackage
package alumux;
typedef enum bit {
    rs1_out = 1'b0
    ,pc_out = 1'b1
} alumux1_sel_t;
typedef enum bit [2:0] {
    i_imm  = 3'b000
    ,u_imm   = 3'b001
    ,b_imm   = 3'b010
    ,s_imm   = 3'b011
    ,j_imm   = 3'b100
    ,rs2_out   = 3'b101
} alumux2_sel_t;
endpackage
package mulmux;
typedef enum bit {
    true_alu_out = 1'b0
    ,mul_out = 1'b1
} mulmux_sel_t;
endpackage
package regfilemux;
typedef enum bit [3:0] {
    alu_out   = 4'b0000
    ,br_en    = 4'b0001
    ,u_imm    = 4'b0010
    ,lw       = 4'b0011
    ,pc_plus4 = 4'b0100
    ,lb        = 4'b0101
    ,lbu       = 4'b0110   
    ,lh        = 4'b0111
    ,lhu       = 4'b1000   
} regfilemux_sel_t;
endpackage
module line_adapter_rw
(
    output [255:0] mem_wdata256,
    input [255:0] mem_rdata256,
    input [31:0] mem_wdata,
    output [31:0] mem_rdata,
    input [3:0] mem_byte_enable,
    output logic [31:0] mem_byte_enable256,
    input [31:0] address
);
assign mem_wdata256 = {8{mem_wdata}};
assign mem_rdata = mem_rdata256[(32*address[4:2]) +: 32];
assign mem_byte_enable256 = {28'h0, mem_byte_enable} << (address[4:2]*4);
endmodule : line_adapter_rw
module line_adapter_ro
(
    input [255:0] mem_rdata256,
    output [31:0] mem_rdata,
    input [31:0] address
);
    assign mem_rdata = mem_rdata256[(32*address[4:2]) +: 32];
endmodule : line_adapter_ro
==> flow_summary.ini <==
; flow metrics
[critical_path]
crit_path_frequent_cell = buf_6
cp-startpoint = address[2]
crit_chain = buf_16 > buf_12 > buf_8 > buf_6 > mux4_2 > mux2_4 > buf_6
crit_buf_inv = 5
crit_slowest_cell = mux4_2
worstSetupEndpointType = primary output
cp.required_ns = 1.52
critical_path.max_stage_delay_ns = 0.48
cp_top_family = multiplexers
cp_max_fo = 8
critPathCapture = mem_rdata[6]
cp_data_arrival_time_ns = 1.79
cp.depth = 7
criticalPathCategory = input port to primary output
start_kind = input port

[power]
clkPwrFrac = 0
ir_drop_uv = 102
pwr-share-seq = 0
p_int_mw = 1.15
p_sw_frac = 0.276
total_power_mw = 1.59
p_leak_nw = 2.99
switchingPower_uw = 439
comb_power_share = 1.000
power.density_nw_per_um2 = 208

[final_timing]
hold_slack_ns = 0.760
fin_tns_setup_ns = -6.16
hold_viol_final = 0
period_used_share = 1.14
finalSetupViolations = 32
fmaxAchievable_mhz = 461
post-route-min-period_ns = 2.17
maxSlewHeadroom = 0.741
worstMarginPinSlew_ns = 0.389
fin_ws_ns = -0.269
rsz0062_at_grt = true
maxSlewViolCount = 0

[logic_synthesis]
ys_cells = 419
yosysWarningCount = 0
synth.distinct_cells = 12
ys_area_um2 = 4230
synthCells = 419
avgSynthCellArea_um2 = 10.1
netlist_area_um2 = 4230
synth_seq_share = 0

[outcome]
status = finished with violations
violations = negative setup slack

[die]
fp_util = 0.0732
fp.dieH_um = 262
ios = 644
chipArea_um2 = 68600
fp.dieW_um = 262
coreArea_um2 = 57800
row_count = 88

[cells_and_area]
final-seq-area_um2 = 0
nClkBuffers = 0
finalInstanceArea_um2 = 7660
drive_gt1_frac = 0.482
syn2layout_area_growth_pct = 81.1
fin_cells = 1334
fill_cells = 6451
fin_util = 0.133
seq_cells = 0

[run]
warning_count = 63
maxCapViolCount = 0

[placed_design]
place_ws_ns = -0.646
gp_congestion = 0.846
dpl.hpwl_um = 17200
placed_cells = 1251
io_buffer_count = 327
placed_area_um2 = 6570

[global_routing]
grt_pass1_wl_um = 29300
antenna_found_initial = 9
grt_pass1_vias = 4214
grt_usage = 0.0588
grt_max_degree = 33
overflow = 0

[routing]
ant_nets = 0
route.detailed.drc = 0
first_iter_violations = 104
totalWireLength_um = 21500
viasPerCell = 2.64
vias = 3525
wire_per_inst_um = 16.1
firstDrtPassIters = 4

[min_path]
hold_class = input port to primary output
## cells by family after synthesis
family	share of synthesized area
buf+inv	0.492
mux	0.465
simple gates	0.0432
## metal layers
layer	wire [um]	track usage	vias to the layer above
li1	-	-	1516
met1	6700	0.0558	1595
met2	10300	0.104	331
met3	3550	0.0339	79
met4	872	0.0209	4
met5	23	0	-
## power by group through the flow
stage / Sequential [mW] / Clock (mW) / Combinational, mW
finish: 0 / 0.000000213 / 1.59
CTS: 0 / 0 / 1.58
global route: 0 / 0 / 1.69
## how the worst min path moves through the flow
stage                  from           endpoint  depth (start not counted)
global route  mem_wdata[30]   mem_wdata256[30]                          0
finish        mem_wdata[23]  mem_wdata256[119]                          0
CTS           mem_wdata[23]  mem_wdata256[119]                          0
## area by class of cell
cell class         count  area, um2  share of cell area
repair buffers       426       4370               0.571
multi-input cells    140       2320               0.303
well taps            765        957               0.125
diodes                 3       7.51            0.000980
## what timing repair did
| item | in CTS | in global routing |
|---|---|---|
| setup buffers | 73 | 13 |
| hold buffers | 0 | 0 |
| gates resized | 394 | 52 |
| setup endpoints to repair | 64 | 48 |
| pin swaps | 31 | 8 |
| gates cloned | 5 | 0 |
## synthesized netlist by cell type (all sizes together)
cell type    n  share of area
nand2b       6         0.0089
nor2        32          0.028
or2          1         0.0015
mux4        64           0.38
clkbuf      10         0.0089
mux2        32          0.085
nand2        5         0.0044
buf        269           0.48
## placed cells by master, fill, tap and decap left out, drive strengths merged
master         count
diode              3
mux2              32
nand2b             6
nand2              5
clkdlybuf4s50    214
clkdlybuf4s15      5
dlygate4sd2       48
clkbuf             7
mux4              64
nor2              32
or2                1
buf              142
dlymetal6s2s      10
Power figures rest on the tool's default switching activity, not on a simulated workload.
