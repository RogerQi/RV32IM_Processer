===== flow/design.v =====
package pcmux;
typedef enum bit [1:0] {
    pc_plus4  = 2'b00
    ,alu_out  = 2'b01
    ,br_taken = 2'b10
    ,br_not_taken = 2'b11
} pcmux_sel_t;
endpackage
package marmux;
typedef enum bit {
    pc_out = 1'b0
    ,alu_out = 1'b1
} marmux_sel_t;
endpackage
package cmpmux;
typedef enum bit {
    rs2_out = 1'b0
    ,i_imm = 1'b1
} cmpmux_sel_t;
endpackage
package alumux;
typedef enum bit {
    rs1_out = 1'b0
    ,pc_out = 1'b1
} alumux1_sel_t;
typedef enum bit [2:0] {
    i_imm  = 3'b000
    ,u_imm   = 3'b001
    ,b_imm   = 3'b010
    ,s_imm   = 3'b011
    ,j_imm   = 3'b100
    ,rs2_out   = 3'b101
} alumux2_sel_t;
endpackage
package mulmux;
typedef enum bit {
    true_alu_out = 1'b0
    ,mul_out = 1'b1
} mulmux_sel_t;
endpackage
package regfilemux;
typedef enum bit [3:0] {
    alu_out   = 4'b0000
    ,br_en    = 4'b0001
    ,u_imm    = 4'b0010
    ,lw       = 4'b0011
    ,pc_plus4 = 4'b0100
    ,lb        = 4'b0101
    ,lbu       = 4'b0110   
    ,lh        = 4'b0111
    ,lhu       = 4'b1000   
} regfilemux_sel_t;
endpackage
module wallace_multiplier #(parameter width = 32) (
    input clk,
    input start,
    input [width - 1:0] fake_a, fake_b,
    output logic [2*width-1:0] fake_f,
    output logic done
);
    logic [width - 1:0] a, b;
    logic [2*width-1:0] f;
    logic [width:0] layer_output_vec[width];  
    assign layer_output_vec[0] = {1'b0, a & {width{b[0]}}};
    assign f[0] = layer_output_vec[0][0];
    genvar i;
    generate
        for (i = 1; i < width; i = i + 1) begin: layer_gen
            assign layer_output_vec[i] = {a & {width{b[i]}}} + layer_output_vec[i - 1][width:1];
            assign f[i] = layer_output_vec[i][0];
        end
    endgenerate
    assign f[2 * width - 1:width] = layer_output_vec[width - 1][width : 1];
    enum int unsigned {
        IDLE, CALCULATING, DONE
    } state, next_state;
    always_comb begin : state_assignment
        next_state = state;
        done = 1'b1;
        unique case (state)
            IDLE: begin
                if (start) begin
                    done = 1'b0;
                    next_state = CALCULATING;
                end
            end
            CALCULATING: begin
                done = 1'b0;
                next_state = DONE;
            end
            DONE: begin
                done = 1'b1;
                next_state = IDLE;
            end
        endcase
    end
    always_ff @ (posedge clk) begin : register_assign
        state <= next_state;
        a <= fake_a;
        b <= fake_b;
        fake_f <= f;
    end
endmodule : wallace_multiplier

===== flow/run.sh =====
#!/bin/bash
# OpenROAD 26Q1-2900-gdf79404cd8, Yosys 0.63+post, stock flow scripts
make -C /OpenROAD-flow-scripts/flow DESIGN_CONFIG=/design/flow/config.mk WORK_HOME=/design/flow/orfs finish

===== flow/config.mk =====
export PLATFORM = sky130hd
export DESIGN_NAME = wallace_multiplier
export DESIGN_NICKNAME = wallace_multiplier
export VERILOG_FILES = /design/flow/design.v
export SDC_FILE = /design/flow/constraint.sdc
export NUM_CORES = 4
export LEC_CHECK = 1
export CORE_UTILIZATION = 30

===== flow/constraint.sdc =====
current_design wallace_multiplier

set clk_period 73.7
set clk_io_pct 0.2

create_clock -name clk0 -period $clk_period [get_ports {clk}]

set non_clock_inputs [all_inputs -no_clocks]
set_input_delay [expr $clk_period * $clk_io_pct] -clock clk0 $non_clock_inputs
set_output_delay [expr $clk_period * $clk_io_pct] -clock clk0 [all_outputs]

==> out/metrics.cfg <==
[outcome]
status = finished clean

[logic_synthesis]
ys_cells = 7796
avgSynthCellArea_um2 = 7.17
synth-edff-count = 2
synthArstFlopShare_pct = 0
ys_warn_count = 2
synthCells = 7796
postSynthSeqShare_pct = 4.69
syn_area_um2 = 55900
largest_area_cell = ha_1
ys.flops = 130
synthFlopType = dfxtp_1
synth.area.top_cells = ha_1 22%, and2_1 12%, xnor2_1 9.5%
synth.distinct_cells = 91
synthTopCellsByCount = 1,031 x and2_1, 994 x ha_1, 784 x a21oi_1
synth_top_area_share_pct = 22.2
ys_chip_area_um2 = 55900
yosys.cell_count.top_type = and2_1

[global_route]
grt_pass1_vias = 49248
grt_overflow = 0
grt_max_degree = 33
grt_usage_pct = 16.7
antenna_found_initial = 15
grt_pass1_wl_um = 256000

[place]
dp_hpwl_um = 124000
port-buffer-count = 130
finalWeightedCongestion = 0.924

[clock_network]
cts_tree = yes
clock.latency.late_pin_ps = 540
htreeDepth = 4
post_cts_buffers = 0
cts_root_buffer = clkbuf_16
numCtsBuffers = 17
path_clk_slew_ps = 80
cts_buffer_depth = 2
clkSinkCount = 130
cts_resized = 0
cts_hold_buf = 0

[sta]
finalClockPeriodUsage_pct = 54.5
finalHoldViolCount = 0
clock.fmax_mhz = 24.9
worst_clock_skew_ps = 25.7
final-max-slew-violation-count = 0
period_minus_slack_ps = 40150
setup_violations = 0
slew_headroom_pct = 42.9
tns_ps = 0
rsz0062_at_grt = no
tightest_slew_ps = 835

[drt]
routed_wl_um = 157000
first_pass_iters = 8
viasPerCell = 5.23
vias = 53696
wl_per_cell_um = 15.3
postRouteAntennaNets = 0
drt_iter0_drc = 3052
drc = 0

[cells_and_area]
seq_area_um2 = 2650
layout-drive-gt1-share_pct = 2.58
comb_area_um2 = 51300
area_delta_synth_final_pct = 8.26
fillers = 19445

[critical_path]
path_max_fanout = 19
cp_data_arrival_time_ps = 40560
reg2reg_from = a[3]
path_class = flop to flop
critPathMostFrequentCell = ha_1
required_ps = 74110
startpoint = a[3]
cp-end-kind = flop
cpPeakStageDelay_ps = 750
cp-start-kind = flop
cp_slowest_cell = dfxtp_2
critPathTopFamily = AND-OR/OR-AND gates
crit_buf_inv = 3

[die]
die_w_um = 434
dieArea_um2 = 188000
ioPinCount = 131
die_h_um = 434
core_area_um2 = 185000
floorplan.core_util_pct = 30.2
fp-row-count = 158

[hold_path]
min-delay-start = state[0]
min_path_type = flop to flop

[run]
warnings = 27
cap_violations = 0

[placed cells by master, fill, tap and decap left out, drive strengths merged, types with 25 or more instances in the layout]
master	Yosys	routed
o21bai	106	106
a21o	421	421
a31oi	98	98
inv	313	322
o211ai	46	46
dfxtp	128	128
fa	31	31
a211oi	79	79
buf	5	58
and2	1033	1033
nand4	51	51
or3	57	57
nor2	530	530
a21oi	785	785
nor2b	134	134
or2	34	34
o31ai	35	35
xnor2	609	609
nand2b	119	119
nand2	390	390
ha	994	994
xor2	212	212
a211o	25	25
o21ai	411	411
o21a	152	152
a21boi	35	35
a31o	26	26
and3	84	84
nand3	167	167
nor3	127	127
clkdlybuf4s50	0	130
[registers in the layout, indices dropped and copies added, names as in the netlist]
signal  cells
a          32
fake_f     64
b          32
state       2
[final timing paths]
| kind | depth (start not counted) | slack, ps | end |
|---|---|---|---|
| min reg2reg | 1 | 610 | state[1] |
| min | 1 | 610 | state[1] |
| max | 184 | 33550 | fake_f[63] |
| max reg2reg | 184 | 33550 | fake_f[63] |
[layout make-up]
class	instances	share of cell area (%)
Tap cell	2480	5.13
Clock buffer	18	0.709
Timing Repair Buffer	188	2.87
Antenna cell	7	0.0289
Clock inverter	14	0.271
Inverter	313	1.94
Sequential cell	130	4.38
Multi-Input combinational cell	7124	84.7
[cells by family (layout without fill, tap and decap cells)]
logic type	after synthesis	after routing	synth area share, %
muxes	10	10	0.181
DFF	130	130	4.69
xor gates and xnor gates	821	821	12.9
AOI/OAI and AO/OA	2466	2466	28.5
other	0	7	0
buffers and inverters	542	533	3.64
and+or+nand+nor	2802	2802	26.8
adders and majority gates	1025	1025	23.4
[per-stage QoR]
stage | cell area, um^2 | setup WS [ps] | std cells | util, % | hold slack (ps)
6_report | 60500 | 33550 | 10274 | 32.7 | 607
5_1_grt | 60500 | 29920 | 10269 | 32.7 | 636
4_1_cts | 60500 | 33650 | 10267 | 32.7 | 614
3_5_place_dp | 59900 | 33890 | 10235 | 32.3 | 584
3_3_place_gp | 59900 | 33870 | 10235 | 32.3 | 580
2_1_floorplan | 55900 | 38810 | 7796 | - | 485
[metal layers]
layer,GRT usage (%),part of all wire [%],vias to the layer above
li1,-,-,27956
met1,22.5,46,24765
met2,29.3,48,841
met3,1.28,3.3,134
met4,3.19,2.3,0
met5,0,0,-
