==> design/flow/design.v <==
package pcmux;
typedef enum bit [1:0] {
    pc_plus4  = 2'b00
    ,alu_out  = 2'b01
    ,br_taken = 2'b10
    ,br_not_taken = 2'b11
} pcmux_sel_t;
endpackage
package marmux;
typedef enum bit {
    pc_out = 1'b0
    ,alu_out = 1'b1
} marmux_sel_t;
endpackage
package cmpmux;
typedef enum bit {
    rs2_out = 1'b0
    ,i_imm = 1'b1
} cmpmux_sel_t;
endpackage
package alumux;
typedef enum bit {
    rs1_out = 1'b0
    ,pc_out = 1'b1
} alumux1_sel_t;
typedef enum bit [2:0] {
    i_imm  = 3'b000
    ,u_imm   = 3'b001
    ,b_imm   = 3'b010
    ,s_imm   = 3'b011
    ,j_imm   = 3'b100
    ,rs2_out   = 3'b101
} alumux2_sel_t;
endpackage
package mulmux;
typedef enum bit {
    true_alu_out = 1'b0
    ,mul_out = 1'b1
} mulmux_sel_t;
endpackage
package regfilemux;
typedef enum bit [3:0] {
    alu_out   = 4'b0000
    ,br_en    = 4'b0001
    ,u_imm    = 4'b0010
    ,lw       = 4'b0011
    ,pc_plus4 = 4'b0100
    ,lb        = 4'b0101
    ,lbu       = 4'b0110   
    ,lh        = 4'b0111
    ,lhu       = 4'b1000   
} regfilemux_sel_t;
endpackage
module restoring_divider #(parameter width = 32) (
    input clk,
    input [width-1:0] numerator,
    input [width-1:0] denominator,
    input logic start_i,
    output logic [width-1:0] result_o,
    output logic [width-1:0] remainder_o,
    output logic done_o
);
enum int unsigned {
    IDLE, LOOPING, DONE
} state, next_state;
int unsigned looping_counter;
int unsigned next_looping_counter;
logic [2*width-1:0] R, D;
logic [2*width-1:0] next_R, next_D;
logic [2*width-1:0] temp_R;
logic [width-1:0] Q;
logic [width-1:0] next_Q;
assign result_o = Q;
assign remainder_o = R[2*width-1:width];
assign temp_R = {R[2*width-1:1], 1'b0} - D;
always_comb begin : mealy_machine
    next_state = state;
    next_looping_counter = '0;
    next_R = R;
    next_D = D;
    next_Q = Q;
    done_o = 1'b0;
    unique case (state)
        IDLE: begin
            if (start_i) begin
                next_state = LOOPING;
                next_looping_counter = width - 1;
                next_R = {{width{1'b0}}, numerator};
                next_D = {denominator, {width{1'b0}}};
                next_Q = '0;
            end else begin
                done_o = 1'b1;
            end
        end
        LOOPING: begin
            if (temp_R[2*width-1] == 1'b1) begin
                next_Q[looping_counter] = 1'b0;
                next_R = temp_R + D;
            end else begin
                next_Q[looping_counter] = 1'b1;
                next_R = temp_R;
            end
            if (looping_counter == 0) begin
                next_state = DONE;
            end else begin
                next_state = LOOPING;
                next_looping_counter = looping_counter - 1;
            end
        end
        DONE: begin
            done_o = 1'b1;
            next_state = IDLE;
        end
        default: begin next_state = IDLE; end
    endcase
end
always_ff @ (posedge clk) begin : next_state_assignment
    state <= next_state;
    looping_counter <= next_looping_counter;
    R <= next_R;
    D <= next_D;
    Q <= next_Q;
end
endmodule : restoring_divider
==> design/flow/run.sh <==
#!/bin/bash
# OpenROAD 26Q1-2900-gdf79404cd8, Yosys 0.63+post, stock flow scripts
make -C /OpenROAD-flow-scripts/flow DESIGN_CONFIG=/design/flow/config.mk WORK_HOME=/design/flow/orfs finish
==> design/flow/config.mk <==
export PLATFORM = sky130hd
export DESIGN_NAME = restoring_divider
export DESIGN_NICKNAME = restoring_divider
export VERILOG_FILES = /design/flow/design.v
export SDC_FILE = /design/flow/constraint.sdc
export NUM_CORES = 4
export LEC_CHECK = 1
export CORE_UTILIZATION = 50
==> design/flow/constraint.sdc <==
current_design restoring_divider

set clk_period 14.9
set clk_io_pct 0.2

create_clock -name clk0 -period $clk_period [get_ports {clk}]

set non_clock_inputs [all_inputs -no_clocks]
set_input_delay [expr $clk_period * $clk_io_pct] -clock clk0 $non_clock_inputs
set_output_delay [expr $clk_period * $clk_io_pct] -clock clk0 [all_outputs]
==> metrics.csv <==
stage;metric;value;unit
synthesis;cell area after synthesis;0.00922;mm²
synthesis;Seq cells post-synth;130;
final_timing;Final Max-Slew Violation Tally;0;
clock_tree;htree depth;4;
global_routing;grt met1 use;40.2;%
floorplan;row cnt;49;
global_routing;total gr overflow;0;
routing;TritonRoute pass-1 iters;5;
placed_design;dpl cell area;0.0104;mm²
clock_tree;clock sinks;130;
cells_and_area;Top cells excl fill/tap;126 x nand2_1, 98 x edfxtp_1, 98 x clkdlybuf4s50_1;
flow_run;tool warnings;59;
synthesis;mux share;3.81;%
final_timing;Final Skew;0.00828;ns
final_timing;max_slew headroom;50.7;%
clock_tree;clk slew on worst S/H paths;0.06;ns
synthesis;yosys stat cell total;1011;
pwr;VDD IR max;0.153;mV
final_timing;RSZ-0062 raised after global routing;no;
routing;Antenna Nets Post-Route;0;
cells_and_area;most numerous logic cell after layout;nand2_1;
final_timing;Final TNS setup;0;ns
final_timing;final worst path period share;47.4;%
global_routing;largest net degree at the start of global routing;51;
cells_and_area;final instance area;0.0110;mm²
placed_design;Port Buffer Count;98;
synthesis;Most common reg cell;edfxtp_1;
clock_tree;Max clock buf depth;2;
outcome;status;finished, final reports clean;
global_routing;first-pass GRT wire length;35.3;mm
synthesis;comb area leader;simple AND/OR/NAND/NOR gates;
cells_and_area;ratio of cells with drive above 1 in the final layout;6.01;%
floorplan;IO Pins;131;
synthesis;Ys Warns;1;
routing;DRC;0;
placed_design;RePlAce Congestion;0.895;
routing;WL final;21.9;mm
synthesis;Synth cell types;74;
routing;vias per cell;5.65;
routing;drt wl/cell;16.3;µm
global_routing;met2 GRT Util;37.8;%
clock_tree;setup repair bufs after CTS;0;
synthesis;xor/xnor share of the synthesized area;7.20;%
routing;total inserted antenna cells;0;
floorplan;Die Area;0.0190;mm²
worst_setup_path;WP data required;11.92;ns
min_path;Hold WC Path Type;reg -> reg;
routing;via count;7588;
clock_tree;# hold bufs at CTS;0;
pwr;Pwr Density;280;mW/mm²
worst_setup_path;critical path class;in -> out;
placed_design;Detailed Place HPWL;15.6;mm
cells_and_area;Layout area overhead;19.0;%
global_routing;initial antenna violation count;0;
routing;DR iter-0 viols;442;
final_timing;minimum clock period;7.06;ns
worst_setup_path;Critical Path Source Type;primary input;
floorplan;Die Width;138;µm
synthesis;yosys aoi share;16.5;%
worst_setup_path;CP endpoint kind;primary output;
global_routing;vias in the first global route;6995;
synthesis;Post-Synthesis Cells;1011;
synthesis;sequential share of the synthesized area;38.8;%
global_routing;GRT busiest layer;met1;
floorplan;Starting Density;51.2;%
synthesis;Chip Area, Yosys;0.00922;mm²
final_timing;slew of the pin with the lowest slew margin;0.739;ns
synthesis;Simple-Gate Fraction of Synth Area;20.4;%
clock_tree;Latency at later pin;0.42;ns
clock_tree;CTS tree;built;
synthesis;number of enable flip-flop cells;98;
clock_tree;clk root buf;clkbuf_16;
clock_tree;post-cts resize count;0;
final_timing;Final setup viols;0;
global_routing;M3 GR Usage;3.90;%
final_timing;Final Hold Violating Endpoints;0;
synthesis;Post-Syn Area per Cell;9.12;µm²
final_timing;maximum clock rate;142;MHz
floorplan;core area;0.0180;mm²
synthesis;asr flop ratio synth;0;%
worst_setup_path;CP max FO;4;
floorplan;Die Y;138;µm
pwr;Static Leak;4.65;nW
clock_tree;total CTS buffers;17;
synthesis;yosys adder share;8.84;%
global_routing;global-route usage over all layers;24.9;%
flow_run;max_cap viols;0;
worst_setup_path;WP data arrival;4.08;ns
==> path summary, 6_finish.rpt <==
| check | from | end | slack, ns | depth (start not counted) |
|---|---|---|---|---|
| hold reg to reg | looping_counter[29] | looping_counter[29] | 0.48 | 2 |
| setup / recovery | start_i | done_o | 7.84 | 3 |
| hold / removal | looping_counter[29] | looping_counter[29] | 0.48 | 2 |
| setup reg to reg | D[32] | R[61] | 9.51 | 18 |
==> routing by layer <==
metal	vias up	wire (µm)	part of all wire (%)
li1	3898	-	-
met1	3470	10600	49
met2	199	9850	45
met3	21	1050	4.8
met4	0	340	1.6
met5	-	0	0
==> power by group <==
part	switching, mW	internal [mW]	total, mW
Combinational	1.07	0.880	1.95
Clock	0.165	0.248	0.414
Sequential	0.114	0.595	0.709
Total	1.34	1.72	3.07
==> stage by stage <==
| stage | utilization [%] | setup slack (ns) | total power, mW | instances | hold WS, ns |
|---|---|---|---|---|---|
| after floorplan | - | 8.71 | 2.12 | 1011 | 0.446 |
| after global placement | 57.7 | 7.86 | 2.64 | 1312 | 0.475 |
| after detailed placement | 57.7 | 7.85 | 2.64 | 1312 | 0.472 |
| after CTS | 60.9 | 7.84 | 3.08 | 1344 | 0.483 |
| after global routing | 60.9 | 7.78 | 3.36 | 1344 | 0.521 |
| final | 60.9 | 7.84 | 3.07 | 1344 | 0.484 |
==> final cells by class <==
type | instances | area [µm²]
clock inverter | 14 | 154
tap | 229 | 287
clock buffer | 18 | 429
multi-input combinational | 792 | 5270
timing repair buffer | 108 | 1060
fill | 1577 | 7050
sequential | 130 | 3580
inverter | 53 | 199
==> worst max-delay path: stages <==
cell             delay, ns
clkdlybuf4s50_1       0.45
a21oi_1               0.17
clkdlybuf4s50_1       0.48
==> cells in the mapped netlist (all sizes together) (4+ instances only) <==
cell type | instances | area share [%]
buf | 20 | 1.5
or3 | 14 | 0.95
dfxtp | 32 | 6.9
nor2b | 6 | 0.41
nand3 | 19 | 1.1
a21oi | 79 | 4.3
ha | 62 | 8.4
o21a | 11 | 0.90
a211oi | 10 | 0.81
xnor2 | 47 | 4.5
nor3 | 31 | 1.7
a21o | 18 | 1.5
o31ai | 4 | 0.33
clkbuf | 16 | 0.66
a21boi | 5 | 0.41
o22ai | 5 | 0.41
inv | 53 | 2.2
nand2b | 10 | 0.68
o21bai | 4 | 0.33
o211ai | 7 | 0.57
xor2 | 28 | 2.7
nor4 | 8 | 0.84
nand4 | 39 | 2.6
nor2 | 90 | 3.7
and2 | 5 | 0.34
or2 | 5 | 0.37
and3 | 11 | 0.80
a31oi | 13 | 0.88
o41ai | 5 | 0.47
o21ai | 46 | 2.5
nand2 | 126 | 5.1
mux2i | 34 | 3.7
edfxtp | 98 | 32
o211a | 5 | 0.54
==> registers in the layout (all words and copies together), names as in the netlist <==
name and flops:
Q 32, R 32, D 32, looping_counter 32, state 2
==> kinds of logic (layout without fill, tap and decap cells) <==
| group | Yosys count | count (layout) |
|---|---|---|
| muxes | 35 | 35 |
| xor gates and xnor gates | 75 | 75 |
| AOI/OAI and AO/OA | 235 | 235 |
| DFF | 130 | 130 |
| buffers and inverters | 89 | 193 |
| and+or+nand+nor | 383 | 383 |
| adders and majority gates | 64 | 64 |
Power figures rest on the tool's default switching activity, not on a simulated workload.
